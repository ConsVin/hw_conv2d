==> /design/flow/design.v <==
module window_buffer#(
    parameter N_IMAGE  = 8,
    parameter K_KERNEL = 3,
    parameter BWD      = 8
)(
    input  logic clk,
    input  logic clear,
    input  logic                             [BWD-1:0] i_data,
    input  logic                                       i_data_valid,
    output logic [K_KERNEL-1:0][K_KERNEL-1:0][BWD-1:0] o_window,
    output logic                                       o_window_valid,
    output logic                                       o_window_end
);
logic [K_KERNEL-1:0][N_IMAGE-1:0][BWD-1:0] space;
logic data_valid_d;
logic [$clog2(N_IMAGE)-1:0] col_cnt, 
                            row_cnt;
logic                       col_end, 
                            row_end;
assign col_end = (col_cnt == N_IMAGE-1);
assign row_end = (row_cnt == N_IMAGE-1);
always_ff @(posedge clk) begin
    data_valid_d <= i_data_valid;
    if (i_data_valid) begin
        col_cnt <= (col_end) ? '0 : col_cnt+1;
        row_cnt <= (row_end && col_end) ? '0 :
                              (col_end) ? row_cnt+1 : row_cnt;
        space[0] <= {space[0][N_IMAGE-2:0], i_data};
        for (int i=1; i<K_KERNEL; i++) begin
            if (col_cnt == 0) 
                space[i] <= {space[i-1][N_IMAGE-2:0], space[i-1][N_IMAGE-1]};
            else 
                space[i] <= {space[i][N_IMAGE-2:0],     space[i][N_IMAGE-1]};    
        end
    end
    if (clear) begin
        col_cnt      <= '0;
        row_cnt      <= '0;
        data_valid_d <= '0;
    end
end
logic    row_valid;
logic    col_valid;
assign row_valid    =  (row_cnt >=  K_KERNEL-1);
assign col_valid    =  (col_cnt >=  K_KERNEL-1);
logic window_valid;
always_ff @(posedge clk) begin
    window_valid <=
           col_valid 
        &&  row_valid 
        && data_valid_d
        ;
    o_window_end <= (col_cnt == N_IMAGE-1) && (row_cnt == N_IMAGE-1) && data_valid_d;
    end
logic [K_KERNEL-1:0][K_KERNEL-1:0][BWD-1:0] window;
always_comb begin
    for (int i=0; i<K_KERNEL; i++) begin
        for (int j=0; j<K_KERNEL; j++) begin
            window[i][j] = space[i][j];
        end
    end
end 
assign o_window         = window;
assign o_window_valid   = window_valid;
endmodule
==> /design/flow/run.sh <==
#!/bin/bash
# OpenROAD 26Q1-2900-gdf79404cd8, Yosys 0.63+post, stock flow scripts
make -C /OpenROAD-flow-scripts/flow DESIGN_CONFIG=/design/flow/config.mk WORK_HOME=/design/flow/orfs finish
==> /design/flow/config.mk <==
export PLATFORM = sky130hd
export DESIGN_NAME = window_buffer
export DESIGN_NICKNAME = window_buffer
export VERILOG_FILES = /design/flow/design.v
export SDC_FILE = /design/flow/constraint.sdc
export NUM_CORES = 4
export LEC_CHECK = 1
export CORE_UTILIZATION = 40
==> /design/flow/constraint.sdc <==
current_design window_buffer

set clk_period 12.5
set clk_io_pct 0.2

create_clock -name clk0 -period $clk_period [get_ports {clk}]

set non_clock_inputs [all_inputs -no_clocks]
set_input_delay [expr $clk_period * $clk_io_pct] -clock clk0 $non_clock_inputs
set_output_delay [expr $clk_period * $clk_io_pct] -clock clk0 [all_outputs]
==> reports/metrics.json <==
{
  "cap_violations": {"value": 0},
  "timing.rr.end": {"value": "space[117]$_DFFE_PP_"},
  "grtUsageMet2": {"value": 14.2, "unit": "%"},
  "cts.sink_count": {"value": 201},
  "floorplan_die_height": {"value": 151, "unit": "microns"},
  "drc": {"value": 0},
  "syn_area_cell": {"value": 19.9, "unit": "sq um"},
  "maxClockFrequency": {"value": 248, "unit": "MHz"},
  "r2r_slack": {"value": 9.41, "unit": "ns"},
  "worstReg2RegStart": {"value": "col_cnt[0]$_SDFFE_PP0P_"},
  "syn-instance-count": {"value": 447},
  "grt.busiest_layer": {"value": "met1"},
  "critical_path.startpoint": {"value": "i_data_valid"},
  "io-pin-count": {"value": 85},
  "finalWorstPathRequiredPeriod": {"value": 4.03, "unit": "ns"},
  "tool_warnings": {"value": 28},
  "clock.latency.late_pin": {"value": 0.49, "unit": "ns"},
  "place_congestion": {"value": 0.713},
  "timing.final.setup_violations": {"value": 0},
  "post-route-period-util": {"value": 32.3, "unit": "%"},
  "capture_point_of_the_worst_path": {"value": "col_cnt[0]$_SDFFE_PP0P_"},
  "viasPerCell": {"value": 4.61},
  "placed_area": {"value": 0.00932, "unit": "sq mm"},
  "max_slew_margin": {"value": 46.8, "unit": "%"},
  "synth.yosys.chip_area": {"value": 0.00890, "unit": "sq mm"},
  "diodes": {"value": 0},
  "via_count": {"value": 3551},
  "vdd_drop_max": {"value": 0.0852, "unit": "mV"},
  "p_leak": {"value": 3.87, "unit": "nW"},
  "cts_hold_buf": {"value": 0},
  "die_width": {"value": 151, "unit": "microns"},
  "final_area": {"value": 0.0100, "unit": "sq mm"},
  "timing.hold.worst.class": {"value": "register to register"},
  "fp_util": {"value": 40.8, "unit": "%"},
  "critPathLaunchType": {"value": "input pin"},
  "buffers_inserted_by_post_cts_timing_repair": {"value": 0},
  "track_usage": {"value": 11.3, "unit": "%"},
  "drt_iter0_markers": {"value": 271},
  "clock-root-buffer": {"value": "clkbuf_16"},
  "synth_sequential_area_ratio": {"value": 66.8, "unit": "%"},
  "gr-total-overflow": {"value": 0},
  "grt_start_max_net_pins": {"value": 88},
  "crit_fanout": {"value": 87},
  "worst_ep_arrival_time": {"value": 4.45, "unit": "ns"},
  "grt_util_met3": {"value": 3.44, "unit": "%"},
  "layout.cells.most_common": {"value": "edfxtp_1"},
  "critPathRequiredTime": {"value": 12.92, "unit": "ns"},
  "routed_wl": {"value": 11.9, "unit": "mm"},
  "final_cell_mix": {"value": "edfxtp_1 (192), mux2_4 (120), clkdlybuf4s50_1 (83), clkbuf_16 (23), dfxtp_1 (9)"},
  "dp.cells": {"value": 729},
  "first_pass_grt_wire_length": {"value": 19.0, "unit": "mm"},
  "h-tree-depth": {"value": 1},
  "total_negative_slack": {"value": 0, "unit": "ns"},
  "power_density": {"value": 165, "unit": "mW/mm^2"},
  "global_route.usage.met1": {"value": 21.2, "unit": "%"},
  "drive_above_1_share": {"value": 34.5, "unit": "%"},
  "floorplan.core_area": {"value": 0.0218, "unit": "sq mm"},
  "post_synth_num_cell_types": {"value": 25},
  "finalClockSkew": {"value": 0.00865, "unit": "ns"},
  "r2r.worst_path.cells": {"value": 6},
  "rows": {"value": 54},
  "dieArea": {"value": 0.0228, "unit": "sq mm"},
  "cts.clk_slew.worst_paths": {"value": 0.06, "unit": "ns"},
  "setup_repair_after_global_routing_missed_its_margin": {"value": "false"},
  "cts_inserted_buffers": {"value": 23},
  "flow.area_growth_from_synthesis": {"value": 12.7, "unit": "%"},
  "overall_power_after_layout": {"value": 0.00166, "unit": "W"},
  "synth.yosys.warnings": {"value": 1},
  "buffer_ports.inserted": {"value": 84},
  "final_cell_count_no_fill": {"value": 770},
  "place.detailed.hpwl": {"value": 6.55, "unit": "mm"},
  "outcome": {"value": "finished, final reports clean"},
  "number_of_global_route_vias_before_repair": {"value": 3563},
  "cts_max_path_buffers": {"value": 3},
  "antenna_violations_before_repair": {"value": 0},
  "criticalPathCategory": {"value": "input pin to register"},
  "postSynthRegisterBits": {"value": 201},
  "critPathCaptureType": {"value": "register"},
  "detailedRoute.firstPassIterationCount": {"value": 4},
  "cts_repair_resize_count": {"value": 0},
  "final_max_slew_viol_count": {"value": 0},
  "mappedNetlistArea": {"value": 0.00890, "unit": "sq mm"},
  "cts_tree": {"value": "built"},
  "worst-slew-pin-transition": {"value": 0.798, "unit": "ns"},
  "utilization_after_layout": {"value": 46.0, "unit": "%"},
  "detail-route-antenna-nets": {"value": 0},
  "routedWlPerCell": {"value": 15.5, "unit": "microns"},
  "synth_stat.cells": {"value": 447},
  "fillCellCount": {"value": 1807},
  "hold_viol_final": {"value": 0}
}
[cell type report]
| cell class | count | area (sq um) | area share [%] |
|---|---|---|---|
| Sequential cell | 201 | 5950 | 59.3 |
| Multi-Input combinational cell | 156 | 2130 | 21.3 |
| Timing Repair Buffer | 89 | 880 | 8.77 |
| Clock buffer | 33 | 643 | 6.41 |
| Tap cell | 280 | 350 | 3.49 |
| Clock inverter | 8 | 66.3 | 0.661 |
| Inverter | 3 | 11.3 | 0.112 |
[synth_stat cells]
library cell | number | area (sq um)
nor2b_4 | 1 | 13.8
buf_2 | 1 | 5.00
mux2i_1 | 2 | 20.0
buf_6 | 1 | 11.3
nand2b_1 | 1 | 6.26
mux2_4 | 120 | 1800
a311oi_1 | 1 | 8.76
or3b_1 | 1 | 8.76
buf_12 | 11 | 220
nand4b_1 | 1 | 8.76
mux2_2 | 8 | 90.1
nor3_1 | 1 | 5.00
nand4bb_1 | 1 | 11.3
and3_1 | 1 | 6.26
ha_1 | 7 | 87.6
edfxtp_1 | 192 | 5770
buf_4 | 72 | 541
nor2b_1 | 1 | 6.26
buf_8 | 2 | 30.0
o31ai_1 | 1 | 7.51
inv_1 | 3 | 11.3
nor2_1 | 3 | 11.3
dfxtp_1 | 9 | 180
a21bo_2 | 2 | 20.0
a21oi_1 | 4 | 20.0
[where the power goes]
part           total, W  leakage, nW  internal, W  switching (W)
combinational  0.000189         1.57     0.000131      0.0000583
sequential     0.000846         1.95     0.000815      0.0000307
clock          0.000624        0.351     0.000377       0.000247
[kinds of logic (layout without fill, tap and decap cells)]
group / count (synthesis) / in the layout / synth area share (%)
buffers and inverters: 90 / 133 / 9.20
muxes: 130 / 130 / 21.5
AOI/OAI and AO/OA: 8 / 8 / 0.633
DFF: 201 / 201 / 66.8
and+or+nand+nor: 11 / 11 / 0.872
adders and majority gates: 7 / 7 / 0.984
[worst min-delay path by stage]
stage                                from                   to  slack (ns)  depth (start not counted)
after CTS             space[34]$_DFFE_PP_  space[42]$_DFFE_PP_        0.44                          0
after global routing  space[44]$_DFFE_PP_  space[52]$_DFFE_PP_        0.44                          0
final                 space[34]$_DFFE_PP_  space[42]$_DFFE_PP_        0.44                          0
[sequential cells by signal (all words and copies together) (netlist names)]
signal	count
o_window_end	1
space	192
data_valid_d	1
col_cnt	3
row_cnt	3
window_valid	1
[critical path: stages]
cell     delay [ns]
buf_6          0.56
buf_4          0.74
or3b_1         0.42
a21oi_1        0.12
[per-layer routing]
metal	vias to the layer above	share of wire (%)
met5	-	0
met4	0	2.3
met3	21	6.2
li1	1677	-
met2	76	42
met1	1777	49
[per-stage QoR]
step / hold slack (ns) / worst slack (ns)
floorplan: 0.420 / 9.32
global placement: 0.423 / 8.05
detailed placement: 0.429 / 7.98
CTS: 0.440 / 8.49
global route: 0.445 / 8.33
finish: 0.438 / 8.47
Power and IR drop assume default switching activity.
