==> design/flow/run.sh <==
#!/bin/bash
# OpenROAD 26Q1-2900-gdf79404cd8, Yosys 0.63+post, stock flow scripts
make -C /OpenROAD-flow-scripts/flow DESIGN_CONFIG=/design/flow/config.mk WORK_HOME=/design/flow/orfs finish
==> design/flow/config.mk <==
export PLATFORM = sky130hd
export DESIGN_NAME = window_buffer_v2
export DESIGN_NICKNAME = window_buffer_v2
export VERILOG_FILES = /design/flow/design.v
export SDC_FILE = /design/flow/constraint.sdc
export NUM_CORES = 4
export LEC_CHECK = 1
export CORE_UTILIZATION = 40
==> design/flow/constraint.sdc <==
current_design window_buffer_v2

set clk_period 7.4
set clk_io_pct 0.2

create_clock -name clk0 -period $clk_period [get_ports {clk}]

set non_clock_inputs [all_inputs -no_clocks]
set_input_delay [expr $clk_period * $clk_io_pct] -clock clk0 $non_clock_inputs
set_output_delay [expr $clk_period * $clk_io_pct] -clock clk0 [all_outputs]
==> design/flow/design.v <==
module window_buffer_v2#(
    parameter N_IMAGE  = 8,
    parameter K_KERNEL = 3,
    parameter BWD      = 8
)(
    input  logic clk,
    input  logic clear,
    input  logic                             [BWD-1:0] i_data,
    input  logic                                       i_data_valid,
    output logic [K_KERNEL-1:0][K_KERNEL-1:0][BWD-1:0] o_window,
    output logic                                       o_window_valid,
    output logic                                       o_window_end
);
logic [K_KERNEL-1:0][N_IMAGE-1:0][BWD-1:0] space;
logic data_valid_d;
logic [$clog2(N_IMAGE)-1:0] col_cnt, 
                            row_cnt;
logic                       col_end, 
                            row_end;
assign col_end = (col_cnt == N_IMAGE-1);
assign row_end = (row_cnt == N_IMAGE-1);
logic [$clog2(K_KERNEL)-1:0] kernel_row_cnt,kernel_row_cnt_d;
logic kernel_row_end;
assign kernel_row_end  =  kernel_row_cnt == K_KERNEL-1;
always_ff @(posedge clk) begin
    if (i_data_valid) begin
        col_cnt <= (col_end) ? '0 : col_cnt+1;
        if (col_end) begin
            row_cnt        <= (       row_end ) ? '0 :        row_cnt+1;
            kernel_row_cnt <= (kernel_row_end ) ? '0 : kernel_row_cnt+1;
        end
    end
    data_valid_d     <= i_data_valid;
    kernel_row_cnt_d <= kernel_row_cnt;
    if (clear) begin  
        col_cnt        <= '0;
        row_cnt        <= '0;
        kernel_row_cnt <= '0;
    end
end
always_ff @(posedge clk) begin
    if (i_data_valid) begin
        for (int i=0; i<K_KERNEL; i++) begin
            space[i] <= { space[i][N_IMAGE-2:0],    
                         ((kernel_row_cnt==i) ? i_data :  space[i][N_IMAGE-1])
                        };
        end
    end
end
logic    row_valid;
logic    col_valid;
assign row_valid    =  (row_cnt >=  K_KERNEL-1);
assign col_valid    =  (col_cnt >=  K_KERNEL-1);
logic window_valid;
always_ff @(posedge clk) begin
    window_valid <=     col_valid 
                        &&  row_valid 
                        && data_valid_d
                        ;
    o_window_end <=     (col_cnt == N_IMAGE-1) 
                    &&  (row_cnt == N_IMAGE-1) 
                    &&   data_valid_d
                    ;
    end
logic [K_KERNEL-1:0][K_KERNEL-1:0][BWD-1:0] window;
int  row_idx [K_KERNEL-1:0];
always_comb begin
    for (int i=0; i<K_KERNEL; i++) begin
        row_idx[i] = ((K_KERNEL-i)+kernel_row_cnt_d)%K_KERNEL;
        for (int j=0; j<K_KERNEL; j++) begin
            window[i][j] = space[ row_idx[i] ][j];
        end
    end
end 
assign o_window         = window;
assign o_window_valid   = window_valid;
endmodule
==> run_summary.xml <==
<?xml version="1.0" encoding="UTF-8"?>
<metrics>
  <group name="synth">
    <metric name="ys_seq_frac" unit="">0.6920</metric>
    <metric name="synth-async-reset-ratio" unit="">0</metric>
    <metric name="synthDominantAreaCellType" unit="">edfxtp_1</metric>
    <metric name="synth_area" unit="um^2">8708</metric>
    <metric name="syn_inst" unit="">542</metric>
    <metric name="postSynth.topFlopCell" unit="">edfxtp_1</metric>
    <metric name="synth.yosys.chip_area" unit="um^2">8708</metric>
    <metric name="ys_top_cells_by_area" unit="">edfxtp_1 66%, mux2_2 9.3%, a22oi_1 4.1%</metric>
    <metric name="synth.yosys.num_cells" unit="">542</metric>
    <metric name="synth.lib_cells_used.distinct" unit="">34</metric>
    <metric name="syn_avg_cell_area" unit="um^2">16.07</metric>
    <metric name="synth_top_cell_by_count" unit="">edfxtp_1</metric>
    <metric name="ys_top_cells_by_count" unit="">192 x edfxtp_1, 72 x mux2_2, 58 x nor2_1</metric>
    <metric name="synth-edff-count" unit="">192</metric>
    <metric name="ys.flops" unit="">205</metric>
    <metric name="synthDominantCellAreaShare" unit="">0.6621</metric>
    <metric name="ys.warnings.count" unit="">2</metric>
  </group>
  <group name="critical_path">
    <metric name="worst-setup-path-type" unit="">reg -&gt; out</metric>
    <metric name="cpMaxStageDelayCell" unit="">ha_2</metric>
    <metric name="worst-path-max-fanout" unit="">28</metric>
    <metric name="critical_path_arrival" unit="ns">3.74</metric>
    <metric name="critical_path.max_stage_delay" unit="ns">0.73</metric>
    <metric name="timing.critical_path.cells" unit="">inv_1, ha_2, buf_4, nor2_4, mux2i_4, buf_4, nor3_1, clkdlybuf4s50_1</metric>
    <metric name="critPathTopFamily" unit="">buffers and inverters</metric>
    <metric name="worst_setup_path_start_kind" unit="">flop</metric>
    <metric name="critical_path_required" unit="ns">5.92</metric>
    <metric name="setup.worst_path.end_class" unit="">output pin</metric>
    <metric name="buffer_and_inverter_count_on_the_worst_path" unit="">4</metric>
    <metric name="regToRegStartpoint" unit="">kernel_row_cnt[1]</metric>
    <metric name="cp-startpoint" unit="">kernel_row_cnt_d[0]</metric>
    <metric name="critical_path.most_common_cell" unit="">buf_4</metric>
  </group>
  <group name="power_and_ir_drop">
    <metric name="switching_share" unit="">0.1974</metric>
    <metric name="power.clock.fraction" unit="">0.422</metric>
    <metric name="comb_power_share" unit="">0.049</metric>
    <metric name="vdd_drop_max" unit="mV">0.1690</metric>
    <metric name="finalPower" unit="mW">2.602</metric>
    <metric name="share_seq_of_total_power" unit="">0.529</metric>
    <metric name="net_switching_component_of_the_power" unit="mW">0.5137</metric>
    <metric name="pwr_density_cell" unit="nW/um^2">247.9</metric>
    <metric name="intPower" unit="mW">2.089</metric>
    <metric name="leakage" unit="nW">3.711</metric>
  </group>
  <group name="run">
    <metric name="openroad_warning_count" unit="">34</metric>
    <metric name="max_cap_viol_count" unit="">0</metric>
  </group>
  <group name="clocking">
    <metric name="htree_num_levels" unit="">1</metric>
    <metric name="post-cts-setup-buffers" unit="">0</metric>
    <metric name="cts_buffers" unit="">22</metric>
    <metric name="post_cts.resized_instances" unit="">0</metric>
    <metric name="clock_tree.root_cell" unit="">clkbuf_16</metric>
    <metric name="postCtsHoldBufs" unit="">0</metric>
    <metric name="clock_latency" unit="ns">0.50</metric>
    <metric name="cts.clk_slew.worst_paths" unit="ns">0.06</metric>
    <metric name="cts_tree" unit="">done</metric>
    <metric name="clock-sinks" unit="">205</metric>
    <metric name="cts.path.max_buffers" unit="">3</metric>
  </group>
  <group name="placed_design">
    <metric name="dp_hpwl" unit="um">11130</metric>
    <metric name="routabilityCongestion" unit="">0.8418</metric>
    <metric name="port-buffer-count" unit="">84</metric>
    <metric name="placement.cell_area" unit="um^2">9774</metric>
  </group>
  <group name="drt">
    <metric name="drt_drc_violations_left" unit="">0</metric>
    <metric name="drt_wl_total" unit="um">18300</metric>
    <metric name="drt_iter0_markers" unit="">332</metric>
    <metric name="vias_per_cell" unit="">5.316</metric>
    <metric name="total_iterations_of_the_first_detailed_routing_run" unit="">4</metric>
    <metric name="routed_vias" unit="">4859</metric>
    <metric name="routed_wire_length_per_instance" unit="um">20.02</metric>
    <metric name="drtAntennaViolNets" unit="">0</metric>
    <metric name="n_antenna_cell" unit="">0</metric>
  </group>
  <group name="die">
    <metric name="placeableCoreArea" unit="um^2">21150</metric>
    <metric name="die-height" unit="um">149.6</metric>
    <metric name="ios" unit="">85</metric>
    <metric name="area_enclosed_by_the_die_boundary" unit="um^2">22370</metric>
    <metric name="die_width" unit="um">149.6</metric>
    <metric name="rows" unit="">53</metric>
    <metric name="floorplan.initialDensity" unit="">0.4117</metric>
  </group>
  <group name="global_routing">
    <metric name="grt_start_max_net_pins" unit="">122</metric>
    <metric name="antenna_found_initial" unit="">0</metric>
    <metric name="number_of_global_route_vias_before_repair" unit="">5135</metric>
    <metric name="grt_util_all_layers" unit="">0.1853</metric>
    <metric name="globalRouteOverflowTotal" unit="">0</metric>
    <metric name="grt_first_pass_wirelength" unit="um">28810</metric>
  </group>
  <group name="sta">
    <metric name="fmax" unit="MHz">191.6</metric>
    <metric name="grt_setup_unrepaired" unit="">no</metric>
    <metric name="tightest_slew" unit="ns">0.9094</metric>
    <metric name="fin_tns_setup" unit="ns">0</metric>
    <metric name="slew_viol_final" unit="">0</metric>
    <metric name="timing.slew.headroom" unit="">0.3931</metric>
    <metric name="setup_violations_final" unit="">0</metric>
    <metric name="period_used_share" unit="">0.7054</metric>
    <metric name="fin_skew" unit="ns">0.01148</metric>
    <metric name="timing.final.crit_period" unit="ns">5.220</metric>
    <metric name="hold_violations" unit="">0</metric>
  </group>
  <group name="layout">
    <metric name="share_of_cells_above_drive_strength_1" unit="">0.2175</metric>
    <metric name="stdcell_area" unit="um^2">10500</metric>
    <metric name="synthToLayoutAreaGrowth" unit="%">20.58</metric>
  </group>
  <group name="hold_path">
    <metric name="holdCritPathClass" unit="">reg -&gt; reg</metric>
    <metric name="hp-start" unit="">kernel_row_cnt[1]</metric>
  </group>
  <group name="outcome">
    <metric name="outcome" unit="">complete, no violations</metric>
  </group>
</metrics>
power groups by stage:
| stage | logic [mW] | clock network [mW] | registers [mW] |
|---|---|---|---|
| 5_1_grt | 0.141 | 1.17 | 1.39 |
| 6_report | 0.127 | 1.10 | 1.38 |
| 4_1_cts | 0.130 | 1.12 | 1.38 |
layout by cell type (no fill, tap or decap), drive strengths merged, types with 13 or more instances in the layout:
cell type      count
nor2              61
ha                13
edfxtp           192
nor3              25
mux2              73
dfxtp             13
mux2i             30
clkbuf            28
clkdlybuf4s50     83
a22oi             47
a2bb2oi           24
per-layer routing:
| layer | track usage | up-vias | share of wire |
|---|---|---|---|
| li1 | - | 2269 | - |
| met1 | 0.2957 | 2386 | 0.44 |
| met2 | 0.2569 | 169 | 0.44 |
| met3 | 0.07609 | 35 | 0.094 |
| met4 | 0.04337 | 0 | 0.026 |
| met5 | 0 | - | 0 |
path summary, 6_finish.rpt:
kind	to	slack (ns)	cells past startpoint
max	o_window[54]	2.18	8
min	kernel_row_cnt_d[1]	0.41	0
max reg2reg	space[67]	5.64	2
min reg2reg	kernel_row_cnt_d[1]	0.41	0
stage by stage:
| stage | cells | setup slack (ns) | util | hold slack, ns |
|---|---|---|---|---|
| global placement | 875 | 2.810 | 0.4621 | 0.4015 |
| CTS | 914 | 2.152 | 0.4964 | 0.4096 |
| global route | 914 | 1.882 | 0.4964 | 0.4197 |
| finish | 914 | 2.180 | 0.4964 | 0.4069 |
| detailed placement | 875 | 2.679 | 0.4621 | 0.3997 |
| floorplan | 542 | 4.402 | - | 0.3776 |
worst reg2reg max path, stage by stage, from the launching register on:
cell and delay, ns:
dfxtp_1 0.39, nand2b_1 0.68, mux2_2 0.43
cells by family (layout without fill, tap and decap cells):
group           count (synthesis)  after routing  synth area share
compound gates                 78             78           0.06997
xor+xnor                        1              1          0.003161
fa+ha+maj                      13             13           0.01868
buf+inv                        42            139           0.02974
flops                         205            205            0.6920
mux                           103            103            0.1293
simple gates                  100            100           0.05719
flip-flops by register name, indices dropped and copies added (netlist names):
signal and cells:
kernel_row_cnt 2, col_cnt 3, kernel_row_cnt_d 2, data_valid_d 1, space 192, window_valid 1, o_window_end 1, row_cnt 3
area by class of cell:
cell class	count	area, um^2
repair buffers	95	937.1
flip-flops and latches	205	6026
fillers	1689	10650
clock buffers	28	594.3
inverters	5	18.77
multi-input cells	295	2449
well taps	275	344.1
clock inverters	11	131.4
Power and IR drop assume default switching activity.
